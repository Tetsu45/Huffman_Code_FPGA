==> flow/config.mk <==
export PLATFORM = sky130hd
export DESIGN_NAME = shift_reg
export DESIGN_NICKNAME = shift_reg
export VERILOG_FILES = /design/flow/design.v
export SDC_FILE = /design/flow/constraint.sdc
export NUM_CORES = 4
export LEC_CHECK = 1
export CORE_UTILIZATION = 30
export SYNTH_HDL_FRONTEND = slang
==> flow/constraint.sdc <==
current_design shift_reg

set clk_period 5.5
set clk_io_pct 0.2

create_clock -name clk0 -period $clk_period [get_ports {clk}]

set non_clock_inputs [all_inputs -no_clocks]
set_input_delay [expr $clk_period * $clk_io_pct] -clock clk0 $non_clock_inputs
set_output_delay [expr $clk_period * $clk_io_pct] -clock clk0 [all_outputs]
==> flow/design.v <==
`timescale 1ns/1ps
module decoder_fsm #(
    parameter MAX_CODE = 9   
)(
    input  wire        clk,
    input  wire        reset,
    input  wire        svalid,     
    input  wire [3:0]  in_data,    
    input  wire [2:0]  in_len,     
    output reg         aready,     
    output reg         load_bits,  
    output reg         shift_en,   
    output reg  [3:0]  shift_len,  
    input  wire [MAX_CODE-1:0] shift_buf,
    input  wire [3:0]  bit_count,  
    output reg  signed [3:0] decodedData,
    output reg         tvalid       
);
    reg        match_flag_reg;
    reg        match_flag_comb;
    reg  signed [3:0] match_symbol_comb;
    reg  [3:0]        match_len_comb;
    reg  signed [3:0] match_symbol_reg;
    reg  [3:0]        match_len_reg;
    always @(*) begin
        match_flag_comb   = 1'b0;
        match_symbol_comb = 4'd0;
        match_len_comb    = 4'd0;
        if (bit_count >= 1 && shift_buf[0] == 1'b0) begin
            match_flag_comb   = 1'b1;
            match_symbol_comb = 4'sd0;
            match_len_comb    = 4'd1;
        end
        else if (bit_count >= 3 && shift_buf[0 +: 3] == 3'b001) begin
            match_flag_comb   = 1'b1;
            match_symbol_comb = 4'sd1;
            match_len_comb    = 4'd3;
        end
else if (bit_count >= 4) begin
    case (shift_buf[0 +: 4])
        4'b0101: begin
            match_flag_comb   = 1'b1;
            match_symbol_comb = -4'sd3;
            match_len_comb    = 4'd4;
        end
        4'b0011: begin
            match_flag_comb   = 1'b1;
            match_symbol_comb =  4'sd2;
            match_len_comb    = 4'd4;
        end
        4'b1011: begin
            match_flag_comb   = 1'b1;
            match_symbol_comb = -4'sd2;
            match_len_comb    = 4'd4;
        end
        4'b0111: begin
            match_flag_comb   = 1'b1;
            match_symbol_comb = -4'sd1;
            match_len_comb    = 4'd4;
        end
        default: match_flag_comb = 1'b0;
    endcase
end
if (!match_flag_comb && bit_count >= 5) begin
    case (shift_buf[0 +: 5])
        5'b11101: begin
            match_flag_comb   = 1'b1;
            match_symbol_comb = -4'sd4;
            match_len_comb    = 4'd5;
        end
        5'b01111: begin
            match_flag_comb   = 1'b1;
            match_symbol_comb =  4'sd3;
            match_len_comb    = 4'd5;
        end
        default: match_flag_comb = 1'b0;
    endcase
end
if (!match_flag_comb && bit_count >= 6) begin
    case (shift_buf[0 +: 6])
        6'b101101: begin
            match_flag_comb   = 1'b1;
            match_symbol_comb = -4'sd5;
            match_len_comb    = 4'd6;
        end
        6'b111111: begin
            match_flag_comb   = 1'b1;
            match_symbol_comb =  4'sd4;
            match_len_comb    = 4'd6;
        end
        default: match_flag_comb = 1'b0;
    endcase
end
if (!match_flag_comb && bit_count >= 7) begin
    case (shift_buf[0 +: 7])
        7'b0001101: begin
            match_flag_comb   = 1'b1;
            match_symbol_comb = -4'sd6;
            match_len_comb    = 4'd7;
        end
        7'b1001101: begin
            match_flag_comb   = 1'b1;
            match_symbol_comb =  4'sd6;
            match_len_comb    = 4'd7;
        end
        7'b1011111: begin
            match_flag_comb   = 1'b1;
            match_symbol_comb =  4'sd5;
            match_len_comb    = 4'd7;
        end
        default: match_flag_comb = 1'b0;
    endcase
end
if (!match_flag_comb && bit_count >= 8) begin
    if (shift_buf[0 +: 8] == 8'b00011111) begin
        match_flag_comb   = 1'b1;
        match_symbol_comb = -4'sd7;
        match_len_comb    = 4'd8;
    end
end
if (!match_flag_comb && bit_count >= 9) begin
    case (shift_buf[0 +: 9])
        9'b010011111: begin
            match_flag_comb   = 1'b1;
            match_symbol_comb = -4'sd8;
            match_len_comb    = 4'd9;
        end
        9'b110011111: begin
            match_flag_comb   = 1'b1;
            match_symbol_comb =  4'sd7;
            match_len_comb    = 4'd9;
        end
        default: match_flag_comb = 1'b0;
    endcase
end
    end
    localparam [2:0]
        S_IDLE   = 3'd0,
        S_LOAD   = 3'd1,
        S_DECODE = 3'd2,
        S_SHIFT  = 3'd3,
        S_OUTPUT = 3'd4;
    reg [2:0] state, next_state;
    always @(posedge clk or posedge reset) begin
        if (reset) begin
            match_flag_reg   <= 1'b0;
            match_symbol_reg <= 4'd0;
            match_len_reg    <= 4'd0;
        end
        else if (state == S_OUTPUT) begin
            match_flag_reg <= 1'b0;  
        end
        else if (state == S_DECODE && match_flag_comb) begin
            match_flag_reg   <= 1'b1;
            match_symbol_reg <= match_symbol_comb;
            match_len_reg    <= match_len_comb;
        end
        else begin 
            match_flag_reg <= 1'b0; 
            match_len_reg  <= match_len_comb; 
        end
    end
    always @(posedge clk or posedge reset) begin
        if (reset)
            state <= S_IDLE;
        else
            state <= next_state;
    end
    always @(*) begin
        next_state = state;
        case (state)
            S_IDLE:   if (svalid) next_state = S_DECODE;
            S_LOAD:   next_state = S_DECODE;
            S_DECODE: begin
                if (match_flag_reg)
                    next_state = S_SHIFT;
                else if (!match_flag_reg && aready && svalid)
                    next_state = S_LOAD;
                else
                    next_state = S_DECODE;
            end
            S_SHIFT:  next_state = S_OUTPUT;
            S_OUTPUT: next_state = S_DECODE;
        endcase
    end
    always @(posedge clk or posedge reset) begin
        if (reset) begin
            aready      <= 1'b0;
            load_bits   <= 1'b0;
            shift_en    <= 1'b0;
            shift_len   <= 4'd0;
            decodedData <= 4'd0;
            tvalid      <= 1'b0;
        end else begin
            aready    <= 1'b0;
            load_bits <= 1'b0;
            shift_en  <= 1'b0;
            shift_len <= 4'd0;
            tvalid    <= 1'b0;
            case (state)
                S_IDLE:   aready <= 1'b1;
                S_LOAD:   load_bits <= 1'b1;
                S_DECODE: begin 
                    aready <= (bit_count < MAX_CODE);
                end
                S_SHIFT: begin
                    shift_en  <= match_flag_reg;
                    shift_len <= match_len_reg;    
                end
                S_OUTPUT: begin
                    decodedData <= match_symbol_reg;
                    tvalid      <= 1'b1;
                end
            endcase
        end
    end
endmodule
`timescale 1ns/1ps
module shift_reg #(
    parameter MAX_CODE = 9,
    parameter MIN_SAFE_BITS = 3
)(
    input  wire             clk,
    input  wire             reset,
    input  wire [3:0]       in_bits,
    input  wire [2:0]       in_len,
    input  wire             sValid,
    output reg  signed [3:0] decodedData,
    output wire             tvalid
);
    reg  [MAX_CODE-1:0] shift_buf;
    reg  [3:0]          bit_count;
    wire                load_bits;
    wire                shift_en;
    wire [3:0]          shift_len;
    wire                aready;
    wire match_flag;
    wire signed [3:0] match_symbol;
    wire [3:0] match_len;
    wire fsm_tvalid; 
    wire fsm_svalid;
    assign fsm_svalid = sValid;
    wire [MAX_CODE-1:0] in_bits_reversed;
function automatic [MAX_CODE-1:0] reverse_bits;
    input [MAX_CODE-1:0] data;
    input [3:0] len;   
    integer i;
    begin
        reverse_bits = {MAX_CODE{1'b0}};   
        for (i = 0; i < len; i = i + 1)
            reverse_bits[i] = data[len - 1 - i];
    end
endfunction
assign in_bits_reversed = reverse_bits(in_bits, in_len);
    decoder_fsm #(
        .MAX_CODE(MAX_CODE)
    ) u_fsm (
        .clk(clk),
        .reset(reset),
        .svalid(fsm_svalid),
        .in_data(in_bits),
        .in_len(in_len),
        .aready(aready),
        .load_bits(load_bits),
        .shift_en(shift_en),
        .shift_len(shift_len),
        .shift_buf(shift_buf),
        .bit_count(bit_count),
        .decodedData(match_symbol),
        .tvalid(fsm_tvalid)
    );
    reg [MAX_CODE-1:0] valid_window;
    always @(*) begin
        valid_window = shift_buf << (MAX_CODE - bit_count);
    end
    integer i;
    assign tvalid = fsm_tvalid;
    reg [MAX_CODE-1:0] in_masked;
   always @(posedge clk or posedge reset) begin
    if (reset) begin
        shift_buf   <= {MAX_CODE{1'b0}};
        bit_count   <= 0;
        decodedData <= 0;
    end else begin
        if (load_bits && (bit_count + in_len <= MAX_CODE) && (in_len != 0)) begin
            if (bit_count == 0) begin
                shift_buf <= in_bits_reversed;
            end else begin
                shift_buf <= (shift_buf) | (in_bits_reversed << bit_count);
            end
            bit_count <= bit_count + in_len;
        end
        else if (shift_en && (bit_count >= shift_len) && (shift_len != 0)) begin
            shift_buf <= shift_buf >> shift_len;
            bit_count <= bit_count - shift_len;
        end
        if (tvalid)
            decodedData <= match_symbol;
    end
end
endmodule
==> flow/run.sh <==
#!/bin/bash
# OpenROAD 26Q1-2900-gdf79404cd8, Yosys 0.63+post, stock flow scripts
make -C /OpenROAD-flow-scripts/flow DESIGN_CONFIG=/design/flow/config.mk WORK_HOME=/design/flow/orfs finish
==> flow_summary.toml <==
# generated from flow reports
[outcome]
status = "finished, final reports clean"

[worst_setup_path]
worstPathMaxFanout = 15
cp_slowest_cell = "or2_0"
crit_chain = "clkdlybuf4s50_1 -> ha_1 -> fa_1 -> xor2_1 -> o21ai_0 -> mux2i_1 -> or2_0 -> a2111oi_0 -> o311a_1"
r2r_slack_ns = 1.86
crit_type = "in2reg"
critPathLaunchType = "input pin"
worst_ep_arrival_time_ns = 4.74
worst_ep_required_time_ns = 5.67
crit_path_max_incr_delay_ns = 0.76
endpoint_kind = "register"

[clock_network]
cts_resized = 0
holdBufCountCts = 0
cts_tree = "done"
clk_pin_slew_ns = 0.07
clockBufferDepth = 2
post-cts-setup-buffers = 0
cts_inserted_buffers = 5
cts-root-buf = "clkbuf_16"
clock_sinks = 43
htreeDepth = 2
clk_latency_ns = 0.29

[placement]
dp_hpwl_um = 6240
place_congestion = 0.905
preCtsSetupSlack_ns = 0.766
place.port_buffers = 14

[cells_and_area]
largest_reg_flops = 9
layout_top_cells = "dfrtp_1 (42), a21oi_1 (30), nand2_1 (25), nor2_1 (24)"
nFillCells = 1200
area_growth_pct = 9.35
layout_top_cell = "dfrtp_1"
top_register = "shift_buf"
top_regs = "shift_buf x9, u_fsm.state x5"
utilization_pct = 33.7
final_layout_size_suffix_gt1_share_pct = 11.8

[sta]
rsz0062_at_grt = "no"
fin_crit_ns = 4.57
hold_ws_ns = 0.415
tns_ns = 0
fin_skew_ns = 0.00874
finalSetupViolCount = 0
layout_setup_ws_ns = 0.926
slew_headroom_pct = 40.2
finalCritPeriodShare_pct = 83.2
worst_pin_slew_ns = 0.896
final_max_slew_viol_count = 0
hold_viol = 0
fmax_mhz = 219

[routing]
dr_total_vias = 3039
drc = 0
post_drt_via_cell_ratio = 5.80
first_pass_iters = 4
postRouteAntennaNets = 0
wl_um = 8810
num_antenna_cells = 0
wire_per_inst_um = 16.8
drt-initial-drc-count = 235

[synth]
synthDistinctLibCells = 77
syn-instance-count = 388
synth_chip_area_um2 = 3520
edf_count = 0
yosysTopAreaCell = "dfrtp_1"
synth_async_sr_flop_share_pct = 100
netlist_area_um2 = 3520
syn_area_per_cell_um2 = 9.07
synth-seq-cells = 43
top_cells_by_area = "dfrtp_1 (30%), mux2_2 (5.1%), mux2i_1 (4.6%)"
top_area_share_pct = 29.9
synth-seq-area-share_pct = 30.6
yosys_cells = 388
ys_warn_count = 0
ff_type = "dfrtp_1"

[power]
leakagePower_uw = 0.00157
peakVddDrop_mv = 0.159
power_uw = 1680
powerDensity_nw_per_um2 = 437

[floorplan]
dieWidth_um = 110
rows = 39
ios = 15
dieHeight_um = 110
fp_util_pct = 30.8
core_area_um2 = 11400
chipArea_um2 = 12200

[grt]
first_global_vias = 2833
gr-total-overflow = 0
grtUsageTotal_pct = 15.8
grt_pass1_wl_um = 14700
grt_max_degree = 44
grt_antenna_before_repair = 0

[run]
warning_count = 28
max-cap-violations = 0

[min_path]
hp-class = "reg2reg"
[path summary, 6_finish.rpt]
| kind | from | endpoint | cells after the start |
|---|---|---|---|
| max in group asynchronous | reset | u_fsm.state[0] | 3 |
| worst min register to register | u_fsm.state[3] | u_fsm.load_bits | 0 |
| worst max register to register | bit_count[0] | shift_buf[1] | 8 |
| min in group asynchronous | reset | u_fsm.match_len_reg[1] | 3 |
| worst min-delay path | u_fsm.state[3] | u_fsm.load_bits | 0 |
| worst max-delay path | in_len[0] | shift_buf[1] | 9 |
[kinds of logic (layout without fill, tap and decap cells)]
kind of cell,after synthesis,in the layout,synth area share (%)
xor gates and xnor gates,5,5,1.24
AOI/OAI and AO/OA,117,117,24.4
and+or+nand+nor,117,117,18.2
DFF,43,43,30.6
buffers and inverters,54,47,6.83
adders and majority gates,15,15,5.69
muxes,37,37,13.1
[cell type report]
| class | instances | area, um2 | area share [%] |
|---|---|---|---|
| inverters | 21 | 78.8 | 2.05 |
| flip-flops and latches | 43 | 1080 | 28.0 |
| repair buffers | 18 | 170 | 4.42 |
| clock inverters | 2 | 12.5 | 0.325 |
| multi-input cells | 291 | 2200 | 57.2 |
| clock buffers | 6 | 129 | 3.35 |
| well taps | 143 | 179 | 4.65 |
[where the power goes]
part / switching [uW] / leakage (uW) / total [uW] / internal [uW]
clock: 128 / 0.0000669 / 296 / 168
combinational: 450 / 0.000932 / 797 / 348
sequential: 186 / 0.000567 / 588 / 402
total: 764 / 0.00157 / 1680 / 917
[stage by stage]
stage | cells | cell area [um2]
6_report | 524 | 3850
5_1_grt | 524 | 3850
4_1_cts | 524 | 3850
3_5_place_dp | 516 | 3710
3_3_place_gp | 516 | 3710
2_1_floorplan | 388 | 3520
[worst max-delay path: cells and delay by family]
family / cells / cell delay [ns]
mux: 1 / 0.45
xor+xnor: 1 / 0.30
compound gates: 3 / 0.65
simple gates: 1 / 0.76
buf+inv: 1 / 0.69
fa+ha+maj: 2 / 0.79
[metal layers]
layer / vias to the layer above / GRT usage (%) / share of wire [%]
met5: - / 0 / 0
met4: 0 / 3.20 / 2.1
met3: 16 / 2.16 / 6.8
met2: 91 / 23.6 / 45
met1: 1489 / 24.8 / 46
li1: 1443 / - / -
[Yosys cell counts, types with 6 or more instances]
cell       n
clkbuf_1  17
nor2b_1    6
buf_2      9
nor3_1    11
nand3_1   11
a21oi_1   30
o211ai_1   6
nor2_1    24
mux2_2    16
inv_1     20
o21ai_0   19
mux2i_1   16
dfrtp_1   42
nand2_1   25
a21o_1     8
and2_1     8
ha_1      12
Power figures rest on the tool's default switching activity, not on a simulated workload.
